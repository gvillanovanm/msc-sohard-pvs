==> ./run.sh <==
#!/bin/bash
# OpenROAD 26Q1-2900-gdf79404cd8, Yosys 0.63+post, stock flow scripts
make -C /OpenROAD-flow-scripts/flow DESIGN_CONFIG=/design/flow/config.mk WORK_HOME=/design/flow/orfs finish
==> ./config.mk <==
export PLATFORM = sky130hd
export DESIGN_NAME = mode_setter
export DESIGN_NICKNAME = mode_setter
export VERILOG_FILES = /design/flow/design.v
export SDC_FILE = /design/flow/constraint.sdc
export NUM_CORES = 4
export LEC_CHECK = 1
export CORE_UTILIZATION = 30
==> ./constraint.sdc <==
current_design mode_setter

set clk_period 3.0
set clk_io_pct 0.2

create_clock -name clk0 -period $clk_period [get_ports {clk_fast}]

set non_clock_inputs [all_inputs -no_clocks]
set_input_delay [expr $clk_period * $clk_io_pct] -clock clk0 $non_clock_inputs
set_output_delay [expr $clk_period * $clk_io_pct] -clock clk0 [all_outputs]
==> ./design.v <==
module async_receiver(clk, RxD, RxD_data_ready, RxD_data, RxD_endofpacket, RxD_idle);
input clk, RxD;
output RxD_data_ready;   
output [7:0] RxD_data;
parameter ClkFrequency = 50000000;  
parameter Baud = 115200;
output RxD_endofpacket;   
output RxD_idle;   
parameter Baud8 = Baud*8;
parameter Baud8GeneratorAccWidth = 16;
wire [Baud8GeneratorAccWidth:0] Baud8GeneratorInc = ((Baud8<<(Baud8GeneratorAccWidth-7))+(ClkFrequency>>8))/(ClkFrequency>>7);
reg [Baud8GeneratorAccWidth:0] Baud8GeneratorAcc;
always @(posedge clk) Baud8GeneratorAcc <= Baud8GeneratorAcc[Baud8GeneratorAccWidth-1:0] + Baud8GeneratorInc;
wire Baud8Tick = Baud8GeneratorAcc[Baud8GeneratorAccWidth];
reg [1:0] RxD_sync_inv;
always @(posedge clk) if(Baud8Tick) RxD_sync_inv <= {RxD_sync_inv[0], ~RxD};
reg [1:0] RxD_cnt_inv;
reg RxD_bit_inv;
always @(posedge clk)
if(Baud8Tick)
begin
	if( RxD_sync_inv[1] && RxD_cnt_inv!=2'b11) RxD_cnt_inv <= RxD_cnt_inv + 2'h1;
	else 
	if(~RxD_sync_inv[1] && RxD_cnt_inv!=2'b00) RxD_cnt_inv <= RxD_cnt_inv - 2'h1;
	if(RxD_cnt_inv==2'b00) RxD_bit_inv <= 1'b0;
	else
	if(RxD_cnt_inv==2'b11) RxD_bit_inv <= 1'b1;
end
reg [3:0] state;
reg [3:0] bit_spacing;
wire next_bit = (bit_spacing==4'd10);
always @(posedge clk)
if(state==0)
	bit_spacing <= 4'b0000;
else
if(Baud8Tick)
	bit_spacing <= {bit_spacing[2:0] + 4'b0001} | {bit_spacing[3], 3'b000};
always @(posedge clk)
if(Baud8Tick)
case(state)
	4'b0000: if(RxD_bit_inv) state <= 4'b1000;   
	4'b1000: if(next_bit) state <= 4'b1001;   
	4'b1001: if(next_bit) state <= 4'b1010;   
	4'b1010: if(next_bit) state <= 4'b1011;   
	4'b1011: if(next_bit) state <= 4'b1100;   
	4'b1100: if(next_bit) state <= 4'b1101;   
	4'b1101: if(next_bit) state <= 4'b1110;   
	4'b1110: if(next_bit) state <= 4'b1111;   
	4'b1111: if(next_bit) state <= 4'b0001;   
	4'b0001: if(next_bit) state <= 4'b0000;   
	default: state <= 4'b0000;
endcase
reg [7:0] RxD_data;
always @(posedge clk)
if(Baud8Tick && next_bit && state[3]) RxD_data <= {~RxD_bit_inv, RxD_data[7:1]};
reg RxD_data_ready, RxD_data_error;
always @(posedge clk)
begin
	RxD_data_ready <= (Baud8Tick && next_bit && state==4'b0001 && ~RxD_bit_inv);   
	RxD_data_error <= (Baud8Tick && next_bit && state==4'b0001 &&  RxD_bit_inv);   
end
reg [4:0] gap_count;
always @(posedge clk) if (state!=0) gap_count<=5'h00; else if(Baud8Tick & ~gap_count[4]) gap_count <= gap_count + 5'h01;
assign RxD_idle = gap_count[4];
reg RxD_endofpacket; always @(posedge clk) RxD_endofpacket <= Baud8Tick & (gap_count==5'h0F);
endmodule
`timescale 1 ns / 1 ns
module mode_setter
          (
           clk_fast,
			  clk_slow,
			  rx,
			  recv_pulse,
			  pace_en,
			  SA_rest,
			  AV_forw,
			  PACen,
			  PVCen,
          );
input clk_fast;
input clk_slow;
input rx;
output recv_pulse;
output pace_en;
output [15:0] SA_rest;
output [15:0] AV_forw;
output  PACen;
output  PVCen;
parameter s_idle = 1'b0;
parameter s_out = 1'b1;
parameter CLOCK_RATIO = 16'd33334;  
parameter NUM_BYTES = 4'd4;  
wire [7:0] recv_data;  
wire recv_data_ready;  
reg [7:0] recv_data_reg;  
reg state;  
reg recv_pulse_reg = 1'b0;  
reg [15:0] SA_rest_reg = 16'd900;  
reg [15:0] SA_rest_temp_reg = 16'd900;
reg pace_en_reg = 1'b1;		 
reg pace_en_temp_reg = 1'b1;
reg [15:0] AV_forw_reg = 16'd50;  
reg [15:0] AV_forw_temp_reg = 16'd50;
reg PACen_reg = 1'd0;  
reg PACen_temp_reg = 1'd0;
reg PVCen_reg = 1'd0;  
reg PVCen_temp_reg = 1'd0;
reg [15:0] cnt = 16'd0;  
reg [3:0] byte_cnt = 4'd0;  
async_receiver receiver 
			(
			.clk(clk_fast), 
			.RxD(rx), 
			.RxD_data_ready(recv_data_ready), 
			.RxD_data(recv_data) 
			);
always @(posedge clk_fast) begin
		case(state)
			s_idle:
			begin
				state <= (byte_cnt >= NUM_BYTES) ? s_out : s_idle;
				recv_pulse_reg <= 1'b0;
				PACen_reg <= 1'b0;
				PVCen_reg <= 1'b0;
				recv_data_reg = recv_data;
				if (recv_data_ready && byte_cnt == 4'd0) begin
					SA_rest_temp_reg[7:0] = recv_data_reg;
				end
				else if (recv_data_ready && byte_cnt == 4'd1) begin
					SA_rest_temp_reg[14:8] = recv_data_reg[6:0];
					SA_rest_temp_reg[15] = 1'b0;
					pace_en_temp_reg = recv_data_reg[7];
				end
				else if (recv_data_ready && byte_cnt == 4'd2) begin
					AV_forw_temp_reg[7:0] = recv_data_reg;
				end
				else if (recv_data_ready && byte_cnt == 4'd3) begin
					AV_forw_temp_reg[15:8] = {2'b0,recv_data_reg[5:0]};
					PACen_temp_reg = recv_data_reg[6];
					PVCen_temp_reg = recv_data_reg[7];
				end
				cnt <= 16'd0;
				if (recv_data_ready)
					byte_cnt <= byte_cnt + 4'd1;
			end
			s_out:
			begin
				state <= (cnt >= CLOCK_RATIO) ? s_idle : s_out;
				recv_pulse_reg <= 1'b1;
				SA_rest_reg <= SA_rest_temp_reg;
				pace_en_reg <= pace_en_temp_reg;
				AV_forw_reg <= AV_forw_temp_reg;
				PACen_reg <= PACen_temp_reg;
				PVCen_reg <= PVCen_temp_reg;
				cnt <= cnt + 16'd1;
				byte_cnt <= 4'd0;
			end
		endcase
end
assign recv_pulse = recv_pulse_reg;
assign pace_en = pace_en_reg;
assign SA_rest = SA_rest_reg;
assign AV_forw = AV_forw_reg;
assign PACen = PACen_reg;
assign PVCen = PVCen_reg;
endmodule
==> reports/metrics.csv <==
stage;metric;value;unit
final_layout;max reg flops;16;
global_route;largest net degree at the start of global routing;58;
setup_path;RR Startpoint;byte_cnt[2];
clocking;CTS Hold Bufs;0;
final_timing;worst slew pin tran;0.648;ns
final_timing;Layout Skew;0.00727;ns
logic_synthesis;Yosys top cell by instances;edfxtp_1;
global_route;aggregate global routing overflow;0;
die;core region area;14500;um^2
logic_synthesis;cell type with the largest total area;edfxtp_1;
setup_path;R2R setup slack;1.03;ns
logic_synthesis;area reported by Yosys stat;4480;um^2
final_layout;# fillers;1342;
die;chip width;124;um
clocking;post-CTS setup buffer count;0;
die;Die Ht;124;um
run_status;status;finished, final reports clean;
setup_path;crit path DRT;3.05;ns
logic_synthesis;yosys stat cell total;306;
setup_path;Setup crit end kind;flop;
flow_run;Max Cap Viol;0;
clocking;CTS max path bufs;2;
logic_synthesis;top-area cell type share of the netlist area;55.7;%
min_path;HP Class;reg2reg;
route;Post-DRT Antenna Nets;0;
final_timing;Hold Vio Cnt, Final;0;
global_route;number of global-route vias before repair;2337;
clocking;post-CTS resize count;0;
power_and_ir_drop;sw power;787;uW
die;Pre-Place Util;30.8;%
logic_synthesis;Mean Syn Cell Area;14.6;um^2
placed_design;DP HPWL;4110;um
power_and_ir_drop;Pint;2950;uW
placed_design;final estimated routing congestion in global placement;0.730;
final_timing;Tmin final;1.97;ns
logic_synthesis;yosys warning tally;2;
power_and_ir_drop;combinational fraction of design power;0;%
clocking;clk ins delay skew pair;0.41;ns
route;vias per std cell;4.31;
route;antenna cell count;0;
global_route;first-pass GRT wire length;10800;um
logic_synthesis;Async SR Flop Fraction;0;%
setup_path;Setup CP Type;reg2reg;
final_layout;Area Overhead vs Synth;25.4;%
logic_synthesis;Seq cells post-synth;122;
clocking;H-tree levels;4;
setup_path;Critical R2R Capture;AV_forw_temp_reg[0];
logic_synthesis;Cell area leaders;edfxtp_1, dfxtp_1, xor2_1;
final_timing;final setup violation count;0;
logic_synthesis;Post-synth EDFFs;83;
clocking;Root Driver;clkbuf_16;
final_timing;worst setup margin;1.03;ns
setup_path;worst endpoint data arrival time;2.03;ns
final_timing;RSZ-0062 raised after global routing;false;
final_timing;FMAX;0.507;GHz
route;detailed router's first-iteration violation count;116;
die;die area;15400;um^2
route;total wire length;6470;um
logic_synthesis;Post-synth top cells;edfxtp_1, dfxtp_1, inv_1, nor2_1;
setup_path;Worst setup endpoint;AV_forw_temp_reg[0];
power_and_ir_drop;Worst IR Drop VDD;357;uV
die;row count;44;
clocking;CTS tree;yes;
final_layout;fraction of layout cells with a size suffix above 1;12.2;%
placed_design;Setup WS pre-CTS;1.03;ns
final_layout;final core utilization;38.6;%
flow_run;Tool Warnings;32;
setup_path;CP max FO;8;
clocking;clock slew at reported path FFs;0.06;ns
global_route;Global Route Usage Sum;9.34;%
final_timing;Final Max Slew Viols;0;
power_and_ir_drop;Pleak;0.00205;uW
power_and_ir_drop;Cell Pwr Density;665;nW/um^2
route;Residual DRC;0;
power_and_ir_drop;Sw Ratio;21.1;%
route;1st-pass router iterations;4;
global_route;initial antenna violation count;0;
die;IO Pins;39;
clocking;clock sink total;122;
final_timing;setup TNS;0;ns
final_timing;crit share post-route;65.8;%
power_and_ir_drop;Clk network pwr share;52.4;%
route;total number of vias;2390;
logic_synthesis;dominant synthesized flop cell;edfxtp_1;
power_and_ir_drop;Reg power frac;47.5;%
final_timing;Slew HR;56.8;%
logic_synthesis;Synth Instances;306;
placed_design;Port-buffer cells;34;
clocking;CTS buffer count;17;
logic_synthesis;Netlist Area Pre-Place;4480;um^2
logic_synthesis;sequential element share of the synthesized area;73.1;%
logic_synthesis;Cell Type Count;44;
route;drt wl/cell;11.7;um
setup_path;crit start category;flop;
setup_path;crit path from;byte_cnt[2];
setup_path;worst-case reg-to-reg path depth;3;
==> how the worst min path moves through the flow <==
| stage | startpoint | to | slack [ns] | cells past startpoint |
|---|---|---|---|---|
| after CTS | SA_rest_temp_reg[3] | SA_rest_reg[3] | 0.42 | 0 |
| after global routing | receiver.RxD_sync_inv[0] | receiver.RxD_sync_inv[1] | 0.42 | 0 |
| final | SA_rest_temp_reg[3] | SA_rest_reg[3] | 0.42 | 0 |
==> cells in the final DEF, fill, tap and decap left out, types with 7 or more instances in the layout <==
cell type        Yosys  routed
inv_1               19      19
xor2_1              17      17
clkbuf_16            0      17
dfxtp_1             39      38
edfxtp_1            83      83
clkdlybuf4s50_1      0      34
inv_6                0       7
xnor2_1             12      12
ha_1                11      11
nor3_1               7       7
and2_1              15      15
nand2_1             17      17
nor2_1              19      19
==> routing by layer <==
layer	wire length [um]	up-vias	GRT usage, %
met5	0	-	0
met1	3130	1134	14.0
met2	2940	52	13.8
met3	340	6	3.50
li1	-	1198	-
met4	60	0	1.26
==> per-stage QoR <==
step                hold slack [ns]  std cells  instance area [um^2]  total power, uW
floorplan                     0.400        308                  4490             1810
global placement              0.403        522                  5040             1810
detailed placement            0.406        522                  5040             1810
CTS                           0.418        554                  5620             3780
global route                  0.424        554                  5620             3860
finish                        0.416        554                  5620             3730
==> cell type report <==
| class | count | area, um^2 | area share (%) |
|---|---|---|---|
| Sequential cell | 122 | 3270 | 58.3 |
| Inverter | 19 | 71.3 | 1.27 |
| Clock inverter | 15 | 153 | 2.72 |
| Tap cell | 184 | 230 | 4.10 |
| Timing Repair Buffer | 36 | 355 | 6.33 |
| Clock buffer | 17 | 425 | 7.57 |
| Multi-Input combinational cell | 161 | 1110 | 19.7 |
==> logic make-up after synthesis <==
kind of cell | synth area share (%)
flip-flops | 73.1
AND/OR/NAND/NOR | 12.3
XOR/XNOR | 5.67
buffers and inverters | 2.35
AND-OR/OR-AND | 3.41
adder cells (fa/ha/maj) | 3.07
other | 0.0837
==> power groups by stage <==
| stage | clock [uW] | sequential (uW) | combinational, uW |
|---|---|---|---|
| CTS | 2010 | 1770 | 1.61 |
| global route | 2080 | 1770 | 1.80 |
| finish | 1960 | 1770 | 1.53 |
==> worst max-delay path, cell delays in order, from the launching register on <==
cell and delay [ns]:
edfxtp_1 0.43, nor4b_1 0.47, nor3b_1 0.28, and2_1 0.44
Power figures rest on the tool's default switching activity, not on a simulated workload.
