==> flow/run.sh <==
#!/bin/bash
# OpenROAD 26Q1-2900-gdf79404cd8, Yosys 0.63+post, stock flow scripts
make -C /OpenROAD-flow-scripts/flow DESIGN_CONFIG=/design/flow/config.mk WORK_HOME=/design/flow/orfs finish
==> flow/config.mk <==
export PLATFORM = sky130hd
export DESIGN_NAME = clock_transmitter
export DESIGN_NICKNAME = clock_transmitter
export VERILOG_FILES = /design/flow/design.v
export SDC_FILE = /design/flow/constraint.sdc
export NUM_CORES = 4
export LEC_CHECK = 1
export CORE_UTILIZATION = 30
==> flow/constraint.sdc <==
current_design clock_transmitter

set clk_period 3.0
set clk_io_pct 0.2

create_clock -name clk0 -period $clk_period [get_ports {clk_fast}]
create_clock -name clk1 -period $clk_period [get_ports {clk_slow}]

set non_clock_inputs [all_inputs -no_clocks]
set_input_delay [expr $clk_period * $clk_io_pct] -clock clk0 $non_clock_inputs
set_output_delay [expr $clk_period * $clk_io_pct] -clock clk0 [all_outputs]
==> flow/design.v <==
module async_transmitter(clk, TxD_start, TxD_data, TxD, TxD_busy);
input clk, TxD_start;
input [7:0] TxD_data;
output TxD, TxD_busy;
parameter ClkFrequency = 50000000;	 
parameter Baud = 115200;
parameter RegisterInputData = 1;	 
parameter BaudGeneratorAccWidth = 16;
reg [BaudGeneratorAccWidth:0] BaudGeneratorAcc;
wire [BaudGeneratorAccWidth:0] BaudGeneratorInc = ((Baud<<(BaudGeneratorAccWidth-4))+(ClkFrequency>>5))/(ClkFrequency>>4);
wire BaudTick = BaudGeneratorAcc[BaudGeneratorAccWidth];
wire TxD_busy;
always @(posedge clk) if(TxD_busy) BaudGeneratorAcc <= BaudGeneratorAcc[BaudGeneratorAccWidth-1:0] + BaudGeneratorInc;
reg [3:0] state;
wire TxD_ready = (state==0);
assign TxD_busy = ~TxD_ready;
reg [7:0] TxD_dataReg;
always @(posedge clk) if(TxD_ready & TxD_start) TxD_dataReg <= TxD_data;
wire [7:0] TxD_dataD = RegisterInputData ? TxD_dataReg : TxD_data;
always @(posedge clk)
case(state)
	4'b0000: if(TxD_start) state <= 4'b0001;
	4'b0001: if(BaudTick) state <= 4'b0100;
	4'b0100: if(BaudTick) state <= 4'b1000;   
	4'b1000: if(BaudTick) state <= 4'b1001;   
	4'b1001: if(BaudTick) state <= 4'b1010;   
	4'b1010: if(BaudTick) state <= 4'b1011;   
	4'b1011: if(BaudTick) state <= 4'b1100;   
	4'b1100: if(BaudTick) state <= 4'b1101;   
	4'b1101: if(BaudTick) state <= 4'b1110;   
	4'b1110: if(BaudTick) state <= 4'b1111;   
	4'b1111: if(BaudTick) state <= 4'b0010;   
	4'b0010: if(BaudTick) state <= 4'b0000;   
	default: if(BaudTick) state <= 4'b0000;
endcase
reg muxbit;
always @( * )
case(state[2:0])
	3'd0: muxbit <= TxD_dataD[0];
	3'd1: muxbit <= TxD_dataD[1];
	3'd2: muxbit <= TxD_dataD[2];
	3'd3: muxbit <= TxD_dataD[3];
	3'd4: muxbit <= TxD_dataD[4];
	3'd5: muxbit <= TxD_dataD[5];
	3'd6: muxbit <= TxD_dataD[6];
	3'd7: muxbit <= TxD_dataD[7];
endcase
reg TxD;
always @(posedge clk) TxD <= (state<4) | (state[3] & muxbit);   
endmodule
`timescale 1 ns / 1 ns
module clock_transmitter
          (
           clk_fast,
			  clk_slow,
			  counter,
			  header,
           go,
			  TxD,
			  done
          );
input clk_fast;
input clk_slow;
input [31:0] counter;
input [7:0] header;
input go;
output TxD;
output done;
parameter s_idle = 0;
parameter s_transmit_tx = 1;
parameter s_transmit_wait = 2;
parameter s_inc_byte = 3;
parameter s_finish = 4;
reg[3:0] state = 4'd0;
reg[7:0] data = 8'd0;
reg[3:0] byte_count = 4'd0;
reg go_reg = 1'b0;
reg go_reg_prev = 1'b0;
reg [7:0] header_reg = 8'd0;
reg [31:0] transmit_buf = 8'd0;
wire tx_start_pulse;
reg tx_start = 1'b0;
wire tx_busy;
wire tx_out;
rising_edge_detect tx_detect
(
 .clk(clk_fast),
 .signal(tx_start),
 .pulse(tx_start_pulse)
);
always @(posedge clk_slow) begin
	case(state)
		s_idle:
		begin
			go_reg <= go & !go_reg_prev;
			if (header_reg == 8'd0) header_reg <= header;
			state <= (go_reg) ? s_transmit_tx : s_idle;
			transmit_buf <= (go_reg) ? counter : 32'd0;
			byte_count <= 4'd0;
			go_reg_prev <= go_reg;
		end
		s_transmit_tx: 
		begin
			tx_start <= (byte_count < 4'd5); 
			data <= (byte_count == 4'd0) ? header_reg :
					  (byte_count == 4'd1) ? transmit_buf[7:0] :
					  (byte_count == 4'd2) ? transmit_buf[15:8] :
					  (byte_count == 4'd3) ? transmit_buf[23:16] :
					  (byte_count == 4'd4) ? transmit_buf[31:24] :
					  8'b0;
			state <= (byte_count < 4'd5) ? s_transmit_wait : s_finish;
		end
		s_transmit_wait: 
		begin
			state <= (tx_busy) ? s_transmit_wait : s_inc_byte;
			tx_start <= 0;
		end
		s_inc_byte:
		begin
			byte_count <= byte_count + 4'b1;
			state <= s_transmit_tx;
		end
		s_finish:
		begin
			state <= s_idle;
			header_reg <= 8'b0;
		end
	endcase
end
async_transmitter tx
	(
	.clk(clk_fast), 
	.TxD_start(tx_start_pulse), 
	.TxD_data(data), 
	.TxD(tx_out), 
	.TxD_busy(tx_busy)
	);
assign done = (state == s_finish);
reg TxD;
always @(posedge clk_fast)
		TxD <= (tx_busy) ? tx_out : 1'b1;
endmodule
module rising_edge_detect
(
 input  clk,
 input  signal,
 output pulse
);
reg     signal_prev;
always @(posedge clk) signal_prev <= signal;
assign pulse = signal & ~signal_prev;
endmodule
==> impl_metrics.toml <==
# synthesis and place-and-route metrics
[run_status]
outcome = "complete, no violations"

[final_layout]
area_growth_pct = 26.0
largest_reg_flops = 32
fillers = 1264
top_regs = "transmit_buf: 32 flops, tx.BaudGeneratorAcc: 17 flops"
drive_above_1_share_pct = 8.77
top_register = "transmit_buf"

[die]
die_w_um = 118
dieHeight_um = 118
dieArea_um2 = 14000
num_rows = 42
pin_count = 45
core_um2 = 13200
fp_util_pct = 30.7

[critical_path]
critPathLaunchType = "flip-flop"
cp.required_ns = 2.40
critical_path_class = "reg -> out"
crit_chain = "nor3b_2 -> buf_4 -> clkdlybuf4s50_1"
max_stage_delay_ns = 0.59
cp-end-kind = "output port"
path_buffers = 2
crit_arrival_ns = 1.81
crit_family = "buffers and inverters"
cp_slowest_cell = "edfxtp_1"
worstPathMaxFanout = 11

[yosys]
ys_sh_xor_pct = 3.66
postSynthSeqShare_pct = 65.7
async_reset_ff_share_pct = 0
yosysWarnings = 3
common_cells = "edfxtp_1, and2_1, nand2_1"
synthFlopType = "edfxtp_1"
synth_cell_types = 45
top_area_share_pct = 64.2
top_cells_by_area = "edfxtp_1, and2_1, nand2_1"
yosysChipArea_um2 = 4070
most_common_cell = "edfxtp_1"
yosysTopAreaCell = "edfxtp_1"
ys_seq_elements = 90
compound_area_share_pct = 9.31
ys_top_logic_family = "simple AND/OR/NAND/NOR gates"
simple_gate_area_share_pct = 16.0
ys_sh_adder_pct = 1.84
synthCells = 310
edf_count = 87
synth.cell_area_um2 = 4070
yosys_cells = 310
postSynthAreaPerCell_um2 = 13.1
mux_share_pct = 0.830

[timing]
tns_ns = 0
drv_slew = 0
worst_slack_ns = 0.589
setup_viol = 0
finClkSkew_ns = 0.00806
tightest_slew_ns = 0.760
rsz0062_at_grt = "false"
hold_viol_final = 0
relSlewSlack_pct = 49.3

[pwr]
p_per_area_nw_per_um2 = 1030
switching_share_pct = 29.1
p_clk_share_pct = 28.9
ir_worst_vdd_v = 0.000412
power_switching_mw = 1.53
internal-power_mw = 3.73
power.leakage_nw = 1.83
p_comb_share_pct = 24.3
p_seq_share_pct = 46.8

[clocking]
ctsResizeCount = 0
clkSinkCount = 90
cts_tree = "yes"
clkSlewWorstSetupHoldPaths_ns = 0.05
cts_hold_buf = 0
cts_setup_buffers = 0

[placed_design]
dp_hpwl_um = 4670
gp_congestion = 0.854
dp_slack_ns = 0.697
io_buffers = 43

[route]
drc_errors = 0
firstDrtPassIters = 4
antenna_left = 0
avgViaCountPerCell = 4.43
diodes = 0
wl_per_cell_um = 12.1
drt_first_iter_violations = 179
totalWireLength_um = 6540
vias = 2398

[global_route]
gr-total-overflow = 0
grt_max_degree = 36
grt_pass1_wl_um = 11200
grt_pass1_vias = 2372
grt.total_usage_pct = 10.4
antenna_found_initial = 0

[flow_run]
maxCapViolCount = 0
warnings = 30

[min_path]
hold_path.class = "reg -> reg"
-- cells in the final DEF, fill, tap and decap left out, types with 7 or more instances in the layout --
master and n:
a32o_1 9, xor2_1 8, a22oi_1 8, edfxtp_1 87, inv_1 10, clkdlybuf4s50_1 43, nor2b_1 10, and2_1 32
o21ai_0 11, nor2_1 16, clkbuf_16 14, xnor2_1 9, o22ai_1 8, a21oi_1 7, nand2_1 31
-- metrics by stage --
step / cells / power, mW / hold slack [ns] / cell area (um2) / utilization [%]
after global routing: 541 / 5.61 / 0.419 / 5130 / 38.7
after global placement: 517 / 3.75 / 0.386 / 4670 / 35.3
after floorplan: 310 / 3.38 / 0.349 / 4080 / -
final: 541 / 5.27 / 0.403 / 5130 / 38.7
after CTS: 541 / 5.32 / 0.405 / 5130 / 38.7
after detailed placement: 517 / 3.77 / 0.386 / 4670 / 35.3
-- area by class of cell --
type,count,area (um2),area share (%)
Clock inverter,7,85.1,1.66
Inverter,10,37.5,0.732
Multi-Input combinational cell,196,1300,25.3
Clock buffer,17,372,7.24
Sequential cell,90,2670,52.1
Timing Repair Buffer,45,445,8.68
Tap cell,176,220,4.29
-- worst register-to-register path, cell delays in order, from the launching register on --
cell and delay, ns:
edfxtp_1 0.54, or4_4 0.76, nor3b_4 0.46, a21o_1 0.22
-- power groups by stage --
stage     registers (mW)  clock network [mW]  logic (mW)
6_report            2.47                1.52        1.28
5_1_grt             2.55                1.61        1.45
4_1_cts             2.47                1.55        1.29
-- kinds of logic after synthesis --
| logic type | after synthesis |
|---|---|
| buffers and inverters | 24 |
| DFF | 90 |
| AOI/OAI and AO/OA | 54 |
| xor gates and xnor gates | 17 |
| and+or+nand+nor | 117 |
| muxes | 2 |
| adders and majority gates | 6 |
-- per-layer routing --
| metal | routed length, um | up-vias | share of wire (%) | global-route usage [%] |
|---|---|---|---|---|
| li1 | - | 1237 | - | - |
| met1 | 3110 | 1076 | 48 | 15.8 |
| met2 | 2900 | 74 | 44 | 14.9 |
| met3 | 436 | 11 | 6.7 | 4.13 |
| met4 | 90 | 0 | 1.4 | 1.90 |
| met5 | 0 | - | 0 | 0 |
-- worst paths after layout --
check	to	start	depth (start not counted)	slack [ns]
max in group clk1	data[4]	byte_count[0]	5	0.96
worst max-delay path	done	state[2]	3	0.59
min in group clk1	go_reg	go_reg_prev	1	0.52
worst min register to register	TxD	tx.TxD	1	0.40
worst max register to register	tx.state[3]	tx.state[1]	3	0.72
worst min-delay path	TxD	tx.TxD	1	0.40
Power figures rest on the tool's default switching activity, not on a simulated workload.
